===== flow/config.mk =====
export PLATFORM = sky130hd
export DESIGN_NAME = send_flit
export DESIGN_NICKNAME = send_flit
export VERILOG_FILES = /design/flow/design.v
export SDC_FILE = /design/flow/constraint.sdc
export NUM_CORES = 4
export LEC_CHECK = 1
export CORE_UTILIZATION = 40

===== flow/constraint.sdc =====
current_design send_flit

set clk_period 6.5
set clk_io_pct 0.2

create_clock -name clk0 -period $clk_period [get_ports {clock}]

set non_clock_inputs [all_inputs -no_clocks]
set_input_delay [expr $clk_period * $clk_io_pct] -clock clk0 $non_clock_inputs
set_output_delay [expr $clk_period * $clk_io_pct] -clock clk0 [all_outputs]

===== flow/design.v =====
module RegisterFile(
  input        clock,
  input        reset,
  input        io_wen,
  input  [2:0] io_waddr,
  input  [7:0] io_wdata,
  input  [2:0] io_raddr,
  output [7:0] io_rdata
);
  reg [7:0] reg_0;  
  reg [7:0] reg_1;  
  reg [7:0] reg_2;  
  reg [7:0] reg_3;  
  reg [7:0] reg_4;  
  reg [7:0] reg_5;  
  reg [7:0] reg_6;  
  reg [7:0] reg_7;  
  wire  _T_1 = io_raddr == 3'h0;  
  wire [7:0] _GEN_17 = 3'h1 == io_raddr ? reg_1 : reg_0;  
  wire [7:0] _GEN_18 = 3'h2 == io_raddr ? reg_2 : _GEN_17;  
  wire [7:0] _GEN_19 = 3'h3 == io_raddr ? reg_3 : _GEN_18;  
  wire [7:0] _GEN_20 = 3'h4 == io_raddr ? reg_4 : _GEN_19;  
  wire [7:0] _GEN_21 = 3'h5 == io_raddr ? reg_5 : _GEN_20;  
  wire [7:0] _GEN_22 = 3'h6 == io_raddr ? reg_6 : _GEN_21;  
  wire [7:0] _GEN_23 = 3'h7 == io_raddr ? reg_7 : _GEN_22;  
  assign io_rdata = _T_1 ? 8'h0 : _GEN_23;  
  always @(posedge clock) begin
    if (reset) begin
      reg_0 <= 8'h0;
    end else if (io_wen) begin
      if (3'h0 == io_waddr) begin
        reg_0 <= io_wdata;
      end
    end
    if (reset) begin
      reg_1 <= 8'h0;
    end else if (io_wen) begin
      if (3'h1 == io_waddr) begin
        reg_1 <= io_wdata;
      end
    end
    if (reset) begin
      reg_2 <= 8'h0;
    end else if (io_wen) begin
      if (3'h2 == io_waddr) begin
        reg_2 <= io_wdata;
      end
    end
    if (reset) begin
      reg_3 <= 8'h0;
    end else if (io_wen) begin
      if (3'h3 == io_waddr) begin
        reg_3 <= io_wdata;
      end
    end
    if (reset) begin
      reg_4 <= 8'h0;
    end else if (io_wen) begin
      if (3'h4 == io_waddr) begin
        reg_4 <= io_wdata;
      end
    end
    if (reset) begin
      reg_5 <= 8'h0;
    end else if (io_wen) begin
      if (3'h5 == io_waddr) begin
        reg_5 <= io_wdata;
      end
    end
    if (reset) begin
      reg_6 <= 8'h0;
    end else if (io_wen) begin
      if (3'h6 == io_waddr) begin
        reg_6 <= io_wdata;
      end
    end
    if (reset) begin
      reg_7 <= 8'h0;
    end else if (io_wen) begin
      if (3'h7 == io_waddr) begin
        reg_7 <= io_wdata;
      end
    end
  end
endmodule
module send_flit(
  input        clock,
  input        reset,
  output       io_send_msg,
  output [7:0] io_send_pkg,
  output       io_send_tail,
  input        io_send_ack,
  input  [2:0] io_waddr,
  input  [7:0] io_wdata,
  input        io_wen,
  input  [1:0] io_din_dest_pe,
  input  [2:0] io_din_reg_start_addr,
  input  [2:0] io_din_data_length
);
  wire  Reg_files_clock;  
  wire  Reg_files_reset;  
  wire  Reg_files_io_wen;  
  wire [2:0] Reg_files_io_waddr;  
  wire [7:0] Reg_files_io_wdata;  
  wire [2:0] Reg_files_io_raddr;  
  wire [7:0] Reg_files_io_rdata;  
  reg [2:0] Pkg_Cnt_Reg;  
  reg [7:0] filt;  
  reg [7:0] tmp_rdata;  
  wire [2:0] _T_1 = io_din_data_length + 3'h1;  
  wire  _T_2 = Pkg_Cnt_Reg == _T_1;  
  wire  _T_3 = Pkg_Cnt_Reg == 3'h1;  
  wire [2:0] _T_6 = _T_3 ? io_din_reg_start_addr : 3'h1;  
  wire  _T_7 = Pkg_Cnt_Reg == 3'h0;  
  wire [7:0] _T_9 = {io_din_dest_pe,io_din_reg_start_addr,io_din_data_length};  
  wire [2:0] _T_11 = Pkg_Cnt_Reg + 3'h1;  
  wire  _GEN_7 = _T_7 ? 1'h0 : _T_2;  
  wire [7:0] _GEN_9 = Reg_files_io_rdata;  
  RegisterFile Reg_files (  
    .clock(Reg_files_clock),
    .reset(Reg_files_reset),
    .io_wen(Reg_files_io_wen),
    .io_waddr(Reg_files_io_waddr),
    .io_wdata(Reg_files_io_wdata),
    .io_raddr(Reg_files_io_raddr),
    .io_rdata(Reg_files_io_rdata)
  );
  assign io_send_msg = io_send_ack;  
  assign io_send_pkg = filt;  
  assign io_send_tail = io_send_ack & _GEN_7;  
  assign Reg_files_clock = clock;
  assign Reg_files_reset = reset;
  assign Reg_files_io_wen = io_wen;  
  assign Reg_files_io_waddr = io_waddr;  
  assign Reg_files_io_wdata = io_wdata;  
  assign Reg_files_io_raddr = _T_2 ? io_din_reg_start_addr : _T_6;  
  always @(posedge clock) begin
    if (reset) begin
      Pkg_Cnt_Reg <= 3'h0;
    end else if (io_send_ack) begin
      if (_T_7) begin
        Pkg_Cnt_Reg <= _T_11;
      end else if (_T_2) begin
        Pkg_Cnt_Reg <= 3'h0;
      end else begin
        Pkg_Cnt_Reg <= _T_11;
      end
    end
    if (reset) begin
      filt <= 8'h0;
    end else if (io_send_ack) begin
      if (_T_7) begin
        filt <= _T_9;
      end else begin
        filt <= tmp_rdata;
      end
    end else begin
      filt <= 8'h0;
    end
    if (reset) begin
      tmp_rdata <= 8'h0;
    end else begin
      tmp_rdata <= _GEN_9;
    end
  end
endmodule

===== flow/run.sh =====
#!/bin/bash
# OpenROAD 26Q1-2900-gdf79404cd8, Yosys 0.63+post, stock flow scripts
make -C /OpenROAD-flow-scripts/flow DESIGN_CONFIG=/design/flow/config.mk WORK_HOME=/design/flow/orfs finish

==> deck_impl_summary.md <==
Key Metrics from the Run

Die
  – Rows: 36
  – Die Size: 0.0104 mm2
  – Chip width: 102 um
  – CORE AREA: 0.00973 mm2
  – Die height: 102 um
  – Top Ports: 33
  – FP Util: 41.0%

Clock tree
  – CTS tree: yes
  – CTS Buf Count: 9
  – Htree depth: 3
  – CTS Hold Buffers Added: 0
  – Clock Pin Slew Worst Setup and Hold Paths: 80 ps
  – Cts repair resizes: 0
  – Worst-case clock buffer depth: 2
  – # Post-CTS Setup Buffers: 0
  – Clk sinks: 83
  – Latency at later pin: 360 ps
  – CTS Root Cell: clkbuf_8

GRT
  – GR peak layer: met1
  – First-pass GRT wire length: 16.6 mm
  – Total GRT Usage: 21.5%
  – Overflow after GRT: 0
  – Met1 Use GR: 34.3%
  – Largest net degree at the start of global routing: 75
  – Vias in the first global route: 3220
  – Global routing usage on met2: 32.7%
  – GR Layer Usage met3: 2.16%
  – Initial antenna violation count: 0

Power and ir drop
  – Pwr dens: 242 mW/mm2
  – Pleak: 1.49 nW
  – Pwr Total: 1.09 mW
  – IR drop worst, VDD: 0.0892 mV

Status
  – Status: completed

Synthesis
  – EDFF count, synth: 0
  – Avg Cell Area, Syn: 7.80 um2
  – Asr flop ratio synth: 0%
  – Synthesized area: 0.00399 mm2
  – Synth unique cells: 42
  – Sequential cell area fraction in the yosys report: 41.6%
  – Synth Instances: 512
  – Post-synth top flop: dfxtp_1
  – Ys cells: 512
  – Flops after synth: 83
  – Ys Warns: 2
  – Yosys stat area: 0.00399 mm2

Final layout
  – Comb gate area: 0.00207 mm2
  – Register area: 0.00166 mm2
  – Final core occ: 46.3%
  – Top logic cells by instance count in the layout: 144 x nand2_1, 83 x dfxtp_1, 75 x a21oi_1
  – Share of cells above drive strength 1: 8.90%
  – Final cell count without fillers: 661
  – Commonest Layout Cell: nand2_1
  – Design area: 0.00450 mm2
  – Fillcell total: 962
  – Area growth syn-to-layout: 12.8%

Critical path
  – Worst Setup End Kind: output pin
  – Worst setup SP type: input port
  – Setup CP Type: in2out
  – Required @ worst endpoint: 5200 ps
  – Crit path DAT: 3290 ps
  – Max FO, Critical Path: 3

STA
  – Final WS setup: 1910 ps
  – Max-slew violations: 0
  – Post-layout min period: 4590 ps
  – Slew HR: 35.1%
  – RSZ-0062 raised after global routing: no
  – Final Hold Slack: 444 ps
  – Final worst-path cycle share: 70.6%
  – Max Clock Skew: 12.6 ps
  – TNS Setup: 0 ps
  – Max Clk Rate: 218 MHz
  – Final hold viol count: 0
  – Final Setup Violations: 0
  – Worst Tran Pin Value: 966 ps

Placed design
  – DP Area: 0.00429 mm2
  – Dpl ws: 1920 ps
  – Buffers on Ports: 32
  – Routability cong.: 0.866
  – Dpl hpwl: 6.93 mm
  – Post-Place Cells: 645

Flow run
  – Max-Cap Viols: 0
  – Tool Warnings: 27

Drt
  – DR DRC count: 0
  – Post-route ant nets: 0
  – Vias per cell: 5.28
  – DR iter-0 viols: 225
  – # diodes: 0
  – WL/cell: 15.4 um
  – 1st-pass router iterations: 5
  – Vias: 3490
  – Post-Route WL: 10.2 mm

Min path
  – Hold Path Class: reg2reg
-- path summary, 6_finish.rpt --
kind / cells after the start / from / slack, ps / to
worst min register to register: 2 / tmp_rdata[5] / 440 / filt[5]
worst max register to register: 5 / Pkg_Cnt_Reg[0] / 4320 / tmp_rdata[2]
worst max-delay path: 6 / io_din_data_length[0] / 1910 / io_send_tail
worst min-delay path: 2 / tmp_rdata[5] / 440 / filt[5]
-- sequential cells by signal (all words and copies together), names as in the netlist --
name,flops
filt,8
Reg_files.reg_4,8
Reg_files.reg_2,8
Reg_files.reg_6,8
tmp_rdata,8
Reg_files.reg_0,8
Reg_files.reg_5,8
Reg_files.reg_7,8
Pkg_Cnt_Reg,3
Reg_files.reg_3,8
Reg_files.reg_1,8
-- per-layer routing --
metal | up-vias | wire length [um]
li1 | 1758 | -
met5 | - | 0
met3 | 10 | 581
met2 | 109 | 4530
met1 | 1613 | 4940
met4 | 0 | 157
-- final cells by class --
type                            instances  share of cell area [%]
Tap cell                              133                    3.70
Clock buffer                           11                    3.36
Inverter                               13                    1.08
Clock inverter                          5                    1.33
Timing Repair Buffer                   36                    7.67
Multi-Input combinational cell        380                    46.0
Sequential cell                        83                    36.9
-- cell usage after synthesis, types with 2 or more instances --
cell        n  area [um2]
a221oi_1    7        61.3
nor2_1     21        78.8
a21oi_1    75         375
clkbuf_1   13        48.8
or2_2       2        12.5
xnor2_1     4        35.0
mux2i_1    19         190
nor3_2     11         110
clkbuf_8    3        41.3
o31ai_1     7        52.6
inv_1      13        48.8
buf_2       3        15.0
ha_1        4        50.1
nor2b_1     4        25.0
nor3_1      7        35.0
buf_6       4        45.0
a31oi_1     8        50.1
nand2_1   144         541
dfxtp_1    83        1660
nand2b_1    4        25.0
o21ai_0    30         150
buf_1      11        41.3
a31o_2      6        52.6
nand3_1    10        50.1
xor2_2      2        32.5
-- report_power, final --
part           internal, mW  leakage, nW  switching, mW
registers             0.525        0.673        0.00805
logic                0.0605        0.710          0.108
clock network         0.200        0.106          0.189
total                 0.785         1.49          0.305
-- cell families after synthesis --
kind of cell	synth area share, %
fa+ha+maj	1.25
mux	5.14
simple gates	23.3
flops	41.6
compound gates	20.5
buf+inv	6.58
xor+xnor	1.69
-- critical path, stage by stage --
cell and delay [ps]:
clkdlybuf4s50_1 460, ha_1 250, xor2_2 260, mux2i_1 110, nor4b_1 370, clkdlybuf4s50_1 530
Power figures rest on the tool's default switching activity, not on a simulated workload.
